File: config.mk
export PLATFORM = sky130hd
export DESIGN_NAME = i2c_master
export DESIGN_NICKNAME = i2c_master
export VERILOG_FILES = /design/flow/design.v
export SDC_FILE = /design/flow/constraint.sdc
export NUM_CORES = 4
export LEC_CHECK = 1
export CORE_UTILIZATION = 40
File: constraint.sdc
current_design i2c_master

set clk_period 1.8
set clk_io_pct 0.2

create_clock -name clk0 -period $clk_period [get_ports {clk}]

set non_clock_inputs [all_inputs -no_clocks]
set_input_delay [expr $clk_period * $clk_io_pct] -clock clk0 $non_clock_inputs
set_output_delay [expr $clk_period * $clk_io_pct] -clock clk0 [all_outputs]
File: design.v
module baud_gen
    #(parameter
        f_clk = 50_000_000,
        f_baud = 38400
    )
    (
        input clk, reset,
        output oTick
    );
    localparam [7:0] count_max = f_clk/(f_baud*2); 
    reg [7:0] count_reg, count_next;
    reg tick;
    always@(posedge clk, posedge reset) begin
        if(reset) begin
            count_reg <= count_max;
        end
        else begin
            count_reg <= count_next;
        end
    end
    always@* begin
        count_next = count_reg - 1;
        tick = 1'b0;
        if(count_reg == 0) begin
            count_next = count_max;
            tick = 1'b1;
        end
    end
    assign oTick = tick;
endmodule
module i2c_master
    #(parameter
        f_clk = 50_000_000,
        f_bus = 400_000
    )
    (
        input clk, reset,
        input ena,
        input rd_wrt,
        input [6:0] addr,
        input [7:0] data_wrt,
        output [7:0] data_rd,
        output reg busy,
        output reg err,
        inout scl, sda
    );
    wire clk_tick;
    reg clk_tick_ena;
    baud_gen 
    #(
        .f_clk(f_clk),
        .f_baud(f_bus)
    ) tick_gen
    (
        .clk(clk & clk_tick_ena), 
        .reset(reset | (~clk_tick_ena)),
        .oTick(clk_tick)
    );
    reg [7:0] state_reg, state_next;
    localparam  s_idle = 8'h0,
                s_start = 8'h1,
                s_addr = 8'h2,
                s_slv_ack1 = 8'h3,
                s_wrt = 8'h4,
                s_rd = 8'h5,
                s_slv_ack2 = 8'h6,
                s_mst_ack = 8'h7,
                s_end = 8'h9,
                s_finish = 8'hA,
                s_err = 8'hB;
    reg [7:0] data_rd_reg, data_rd_next;
    reg [7:0] data_wrt_reg, data_wrt_next;
    reg [7:0] addr_reg, addr_next;
    reg tick_edge_reg, tick_edge_next;
    reg [7:0] bit_count_reg, bit_count_next;
    reg scl_out, sda_out;
    always@(posedge clk, posedge reset) begin
        if(reset) begin
            state_reg <= s_idle;
            data_rd_reg <= {8{1'b0}};
            data_wrt_reg <= {8{1'b0}};
            tick_edge_reg <= 1'b1;
            bit_count_reg <= 8'd7;
	    addr_reg <= 0;
        end
        else begin
            state_reg <= state_next;
            data_rd_reg <= data_rd_next;
            data_wrt_reg <= data_wrt_next;
            tick_edge_reg <= tick_edge_next;
            bit_count_reg <= bit_count_next;
	    addr_reg <= addr_next;
        end
    end
    always@* begin
        state_next = state_reg;
        data_rd_next = data_rd_reg;
        data_wrt_next = data_wrt_reg;
        tick_edge_next = tick_edge_reg;
        bit_count_next = bit_count_reg;
	addr_next = addr_reg;
        busy = 1'b1;
        clk_tick_ena = 1'b1;
        err = 1'b0;
        scl_out = 1'b1;
        sda_out = 1'b1;
        if(clk_tick) begin
            tick_edge_next = ~tick_edge_reg;
        end
        case(state_reg) 
            s_idle: begin
                busy = 1'b0;
                clk_tick_ena = 1'b0;
                if(ena) begin  
                    state_next = s_start;
                    addr_next = {addr, rd_wrt};
                    data_wrt_next = data_wrt;
                end
            end
            s_start: begin
                sda_out = 1'b0;
                scl_out = 1'b1;
                if(clk_tick) begin  
                    state_next = s_addr;
                    bit_count_next = 'd7;
                end
            end
            s_addr: begin
                scl_out = tick_edge_reg;
                sda_out = addr_reg[7];
                if(clk_tick & tick_edge_reg) begin
                    addr_next = {addr_reg[6:0], addr_reg[7]};  
                    if(bit_count_reg==0) begin  
                        state_next = s_slv_ack1;
                    end
                    else begin  
                        bit_count_next = bit_count_reg - 'd1;
                    end
                end
            end
            s_slv_ack1: begin
                sda_out = 1'b1;  
                scl_out = tick_edge_reg;
                if(clk_tick & tick_edge_reg) begin
                    if(~sda) begin  
                        if(addr_reg[0]) begin  
                            state_next = s_rd;
                        end
                        else begin  
                            state_next = s_wrt;
                        end
                        bit_count_next = 'd7;
                    end
                    else begin  
                        state_next = s_err;
                    end
                end
            end
            s_rd: begin
                sda_out = 1'b1;  
                scl_out = tick_edge_reg;
                if(clk_tick & tick_edge_reg) begin
                    data_rd_next = {data_rd_reg[6:0], sda};
                    if(bit_count_reg==0) begin  
                        state_next = s_mst_ack;
                    end
                    else begin
                        bit_count_next = bit_count_reg - 'd1;
                    end
                end
            end
            s_wrt: begin
                sda_out = data_wrt_reg[7];
                scl_out = tick_edge_reg;
                if(clk_tick & tick_edge_reg) begin
                    data_wrt_next = {data_wrt_reg[6:0], 1'b0};
                    if(bit_count_reg==0) begin  
                        state_next = s_slv_ack2;
                    end
                    else begin
                        bit_count_next = bit_count_reg - 'd1;
                    end
                end
            end
            s_slv_ack2: begin
                scl_out = tick_edge_reg;
                sda_out = 1'b1;
                busy = 1'b0;
                if(clk_tick & tick_edge_reg) begin
                    if((ena) && ({addr,rd_wrt} == addr_reg) && (~sda)) begin  
                        state_next = s_wrt;
                        bit_count_next = 'd7;
                        data_wrt_next = data_wrt;
                    end 
                    else begin 
                        if(~sda) 
                            state_next = s_end;  
                        else
                            state_next = s_err;  
		    end
		end
	    end
            s_mst_ack: begin 
                scl_out = tick_edge_reg;
                busy = 1'b0;  
                if((ena) && ({addr,rd_wrt} == addr_reg)) begin
                    sda_out = 1'b0;  
                end
                else begin 
                    sda_out = 1'b1;  
                end
                if(clk_tick & tick_edge_reg) begin
                    if((ena)&&({addr, rd_wrt} == addr_reg)) begin  
                        state_next = s_rd;
                        bit_count_next = 'd7;
                    end
                    else begin           
                        state_next = s_end;
                    end
                end
            end
            s_end: begin
                busy = 1'b0;
                scl_out = tick_edge_reg;
                sda_out = 1'b0;
                if(clk_tick & tick_edge_reg) begin
                    state_next = s_finish;
                end
            end
            s_finish: begin  
                busy = 1'b0;
                scl_out = 1'b1;
                sda_out = 1'b1;
                if(clk_tick & tick_edge_reg) begin
                    state_next = s_idle;
                end
            end 
            s_err: begin
                err = 1'b1;
                scl_out = 1'b1;
                sda_out = 1'b1;
                clk_tick_ena = 1'b0;
            end
        endcase
    end
    assign data_rd = data_rd_reg;
    assign sda = (sda_out == 1'b1) ? (1'bz) : (1'b0);
    assign scl = (scl_out == 1'b1) ? (1'bz) : (1'b0);
endmodule
File: run.sh
#!/bin/bash
# OpenROAD 26Q1-2900-gdf79404cd8, Yosys 0.63+post, stock flow scripts
make -C /OpenROAD-flow-scripts/flow DESIGN_CONFIG=/design/flow/config.mk WORK_HOME=/design/flow/orfs finish
==> results_slide.txt <==
Synthesis and Place & Route Summary

Outcome
  • Run status: complete, but fails checks
  • Failing checks: negative setup slack

Detailed routing
  • Metal2 WL: 1880 µm
  • Vias per cell: 5.05
  • DRT Pass-1 Iters: 4
  • Post-route met1 wirelength: 2100 µm
  • Uppermost layer routed: met4
  • Routed wl met3: 256 µm
  • Drt initial violations: 83
  • Wire per inst: 13.4 µm
  • # diodes: 0
  • Final routed DRC violation total: 0
  • Vias post-DR: 1620
  • Antenna-violating nets left: 0
  • Total Wirelength: 4290 µm

Floorplan
  • IO Count: 31
  • Die height: 71.9 µm
  • Initial core utilization: 41.4%
  • Die W: 71.9 µm
  • Num rows: 25
  • Die footprint: 5180 µm²
  • Placeable Area: 4720 µm²

Setup path
  • RR Startpoint: tick_gen.count_reg[0]
  • CP Launch Type: flip-flop
  • Worst EP required: 1.44 ns
  • R2R cell count: 8
  • Crit path launch: state_reg[0]
  • RR Endpoint: bit_count_reg[1]
  • Crit path DAT: 1.66 ns
  • Flop2flop setup slack: -0.11 ns
  • CP max FO: 2
  • CP Capture Type: primary output
  • Path type of the worst setup path: reg2out

Synthesis
  • #FFs+latches synth: 35
  • Post-Syn Instances: 195
  • Post-Syn Area: 1960 µm²
  • Syn Area/Cell: 10.0 µm²
  • Yosys chip area: 1960 µm²
  • YS warnings: 4
  • Post-synth area hogs: dfrtp_1 32%, dfstp_2 13%, xnor2_1 4.9%, mux2i_1 4.6%, buf_4 4.2%
  • Asr flop ratio synth: 100%
  • Post-synth EDFFs: 0
  • Synth cell types: 47
  • Area leader, netlist: dfrtp_1
  • Yosys Instances: 195
  • Top cell area share: 32.0%
  • Most common reg cell: dfrtp_1
  • Register area share after synthesis: 45.4%

Pwr
  • LEAKAGE: 1.13 nW
  • Switching pwr: 0.000426 W
  • Reg power frac: 45.1%
  • VDD IR-drop max: 0.569 mV
  • PwrDens: 682 nW/µm²
  • Gate power share: 8.5%
  • Final Power: 0.00188 W
  • Switching Fraction: 22.6%
  • Int Pwr: 0.00146 W
  • Clk network pwr share: 46.5%

Cells and area
  • Design area: 2760 µm²
  • Synth-to-Final Area Change: 41.0%
  • Utilization after layout: 58.4%
  • Max reg flops: 9
  • Share of cells above drive strength 1: 38.6%

Timing
  • Clock skew: 0.0153 ns
  • Pins Over Slew Limit: 0
  • Worst hold slack: 0.103 ns
  • Final worst path period need: 2.02 ns
  • Max Fclk: 495 MHz
  • RSZ-0062 raised after global routing: yes
  • Setup violations, final: 16
  • Period utilization: 112%
  • Final worst slack: -0.218 ns
  • Final Hold Violation Tally: 0

GRT
  • Global route overflow: 0
  • Gr usage total: 18.1%
  • Vias in the first global route: 1598
  • First-pass GRT wire length: 7070 µm
  • Initial antenna violation count: 0
  • Largest net degree at the start of global routing: 28

Job
  • Tool Warnings: 37
  • MaxCap Viol Count: 0

Place
  • Post-detail-place hpwl: 2810 µm
  • Placement Setup Slack: -0.335 ns
  • I/O Buffers: 11
  • Placement Cell Area: 2360 µm²
  • RD Place Congestion: 0.823

CTS
  • Latency at later pin: 0.60 ns
  • Reg clk slew, reported paths: 0.09 ns
  • CTS tree: yes

Hold path
  • Worst hold path type: in2async
## logic make-up after synthesis
family | synth area share [%]
adder cells (fa/ha/maj) | 1.92
AND/OR/NAND/NOR | 20.3
AND-OR/OR-AND | 14.3
XOR/XNOR | 5.37
buffers and inverters | 6.59
other | 0.192
multiplexers | 5.95
flip-flops | 45.4
## cell usage after synthesis (all sizes together) (2+ instances only)
master	n
nand2b	2
xnor2	11
nor3	9
nand3	4
mux2	2
buf	13
nand4	2
o21ai	7
dfrtp	25
inv	10
a22o	5
and3	2
nor4	2
ha	3
a41oi	2
nor4b	2
mux2i	9
nor2	17
dfstp	10
nand2	22
a31oi	4
nor3b	2
and4b	2
a21oi	12
## per-stage QoR
step | instances | setup TNS [ns]
global route | 321 | -3.15
CTS | 317 | -1.05
detailed placement | 301 | -3.26
floorplan | 205 | -1.24
finish | 321 | -0.939
global placement | 301 | -2.93
## worst max-delay path by stage
stage | end | cells after the start
4_1_cts | busy | 3
5_1_grt | busy | 3
6_report | busy | 3
## repair_timing
item	in CTS	in global routing
endpoints found under the hold margin	1	0
gates resized	15	32
endpoints found under the setup margin	19	19
buffers inserted	2	3
hold buffers	1	0
cloned	0	1
pin swaps	10	8
## cells in the final DEF (no fill, tap or decap), types with 8 or more instances in the layout
master           count
dfrtp_1             25
xnor2_1             11
clkbuf_8            11
dfstp_2             10
nand2_1             21
clkdlybuf4s50_1     10
nor2_1               9
buf_4               30
mux2i_1              9
nor2_4               8
a21oi_2              8
inv_1                8
conb_1              11
## area by class of cell
class	instances	area, µm²
sequential	35	888
tap	67	83.8
multi-input combinational	147	1150
timing repair buffer	49	442
inverter	10	37.5
fill	353	1960
clock buffer	13	159
## worst max-delay path, cell delays in order (launching register included)
cell	delay, ns
dfstp_2	0.38
or4_1	0.51
nor2_1	0.09
buf_2	0.09
## power groups by stage
stage / Clock [W] / Combinational, W / Sequential, W
finish: 0.000875 / 0.000160 / 0.000849
CTS: 0.000901 / 0.000130 / 0.000837
global route: 0.000949 / 0.000177 / 0.000852
## routing by layer
metal	track usage [%]	vias to the layer above
met1	27.5	779
met3	6.48	6
met2	25.6	44
li1	-	791
met5	0	-
met4	4.79	0
Power is estimated from default activity; no workload was simulated.
